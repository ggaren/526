==> flow/design.v <==
`timescale 1ns/100ps
module ALU(CLK, EN, OE, OPCODE, A, B, ALU_OUT, CF, OF, SF, ZF);
  parameter WIDTH = 8;
  output reg [ WIDTH-1 : 0] ALU_OUT;
  output reg CF, OF, SF, ZF;
  input [3:0] OPCODE;
  input [ WIDTH-1 : 0] A, B;
  input reg CLK, EN, OE;
  reg [ WIDTH-1 : 0] temp;
  localparam ADDalu = 4'b0010,
             SUBalu = 4'b0011,
             ANDalu = 4'b0100,
             ORalu  = 4'b0101,
             XORalu = 4'b0110,
             NOTalu = 4'b0111;
always @(OE, temp) ALU_OUT = (OE) ? temp : 8'bz;
always @(posedge CLK) begin
  if(EN) begin
    case (OPCODE)
      ADDalu: begin
       temp = A + B;
        if (A+B> 2**WIDTH -1) CF=1;
        else CF=0;
        if (temp[WIDTH-1]==1) SF=1;
        else SF=0;
        if(temp==0) ZF=1;
        else ZF=0;
        if(A>0 && B>0 && temp<0) OF=1;
        else if (A<0 && B<0 && temp>0) OF=1;
        else OF=0;
      end
      SUBalu: begin
       temp = A - B;
        if (A<B) CF=1;
        else CF=0;
        if (temp[WIDTH-1]==1) SF=1;
        else SF=0;
        if(temp==0) ZF=1;
        else ZF=0;
        if(A>0 && B>0 && temp<0) OF=1;
        else if (A<0 && B<0 && temp>0) OF=1;
        else OF=0;
      end
      ANDalu: begin
       temp = A&B;
        if(temp[WIDTH-1]==1) SF=1;
        else SF=0;
        if(temp==0) ZF=1;
        else ZF=0;
      end
      ORalu: begin
       temp = A|B;
        if(temp[WIDTH-1]==1) SF=1;
        else SF=0;
        if(temp==0) ZF=1;
        else ZF=0;
      end
      XORalu: begin
       temp = A^B;
        if(temp[WIDTH-1]==1) SF=1;
        else SF=0;
        if(temp==0) ZF=1;
        else ZF=0;
      end
      NOTalu: begin
       temp = ~A;
        if(temp[WIDTH-1]==1) SF=1;
        else SF=0;
        if(temp==0) ZF=1;
        else ZF=0;
      end
      default: temp = 1'bx;
    endcase
  end
end
endmodule
==> flow/run.sh <==
#!/bin/bash
# OpenROAD 26Q1-2900-gdf79404cd8, Yosys 0.63+post, stock flow scripts
make -C /OpenROAD-flow-scripts/flow DESIGN_CONFIG=/design/flow/config.mk WORK_HOME=/design/flow/orfs finish
==> flow/config.mk <==
export PLATFORM = sky130hd
export DESIGN_NAME = ALU
export DESIGN_NICKNAME = ALU
export VERILOG_FILES = /design/flow/design.v
export SDC_FILE = /design/flow/constraint.sdc
export NUM_CORES = 4
export LEC_CHECK = 1
export CORE_AREA = 10 10 104 104
export DIE_AREA = 0 0 114 114
==> flow/constraint.sdc <==
current_design ALU

set clk_period 5.5
set clk_io_pct 0.2

create_clock -name clk0 -period $clk_period [get_ports {CLK}]

set non_clock_inputs [all_inputs -no_clocks]
set_input_delay [expr $clk_period * $clk_io_pct] -clock clk0 $non_clock_inputs
set_output_delay [expr $clk_period * $clk_io_pct] -clock clk0 [all_outputs]
==> job_summary.md <==
### Metrics collected by this job

| Metric | Value |
|---|---|
| Status | `finished clean` |
| Sort of element at the end of the critical path | `flop` |
| Flip-flop and latch count after synthesis | `11` |
| Worst-case headroom to the max-slew limit | `0.560` |
| Hold-fix buffers at CTS | `0` |
| Switch Pwr | `0.122 mW` |
| Vias | `1700` |
| GRT overflow | `0` |
| RSZ-0062 raised after global routing | `no` |
| Biggest fanout along the worst timing path | `4` |
| Synth Flop Type | `sky130_fd_sc_hd__edfxtp_1` |
| Share of power burned in the clock network | `0.209` |
| CP Data Arrival Time | `3.68 ns` |
| Chip Area, Yosys | `0.00189 mm^2` |
| Top cells excl fill/tap | `32 x sky130_fd_sc_hd__clkdlybuf4s50_1, 28 x sky130_fd_sc_hd__inv_1, 24 x sky130_fd_sc_hd__ha_1` |
| Internal power summed over all cells | `0.240 mW` |
| Antenna fix cells | `0` |
| Instance area at placement | `0.00226 mm^2` |
| Critical hold path startpoint | `OPCODE[3]` |
| Ports | `35` |
| VDD IR-drop max | `0.0439 mV` |
| Die Y-Extent | `114 um` |
| Combinational fraction of design power | `0.506` |
| Number of global-route vias before repair | `1659` |
| Detailed router's first-iteration violation count | `133` |
| First-pass GRT wire length | `8360 um` |
| Number of standard cells reported by yosys | `226` |
| Clock Sinks | `11` |
| Final setup violation count | `0` |
| Average detailed-routed wire length per instance | `13.9 um` |
| Portion of the clock cycle consumed by the worst path in the final layout | `0.676` |
| Clock-pin slew reported for the worst setup and hold paths after clock tree synthesis | `0.04 ns` |
| Final max-slew violation count | `0` |
| Pin count of the biggest net entering global routing | `27` |
| Number of max-cap violations | `0` |
| Area growth from synthesis to final layout | `22.0%` |
| PnR Total Power | `0.362 mW` |
| Hpwl dp | `4200 um` |
| Via density per instance | `4.75` |
| Antenna violations before repair | `0` |
| Cell-by-cell trace of the critical path | `clkdlybuf4s50_1 -> ha_1 -> inv_1 -> fa_1 -> nand2b_1 -> a211oi_1 -> o32ai_1 -> or2_2 -> a41oi_1 -> o41ai_2` |
| Stage delay of the slowest cell on the critical path | `0.56 ns` |
| Type of the worst setup path | `input pin to flop` |
| Wire length after detailed routing | `4960 um` |
| Worst Tran Pin Value | `0.659 ns` |
| Initial core utilization | `0.218` |
| Register share after synthesis | `0.175` |
| Remaining antenna violation count after routing | `0` |
| Final critical delay including setup and external delays | `3.72 ns` |
| Detailed Routing Iterations Pass 1 | `4` |
| Cells resized by post-CTS repair | `0` |
| Cell leakage power | `0.903 nW` |
| Number of I/O port buffers | `32` |
| Worst hold path endpoint | `temp[0]` |
| Area enclosed by the die boundary | `0.0130 mm^2` |
| Switching fraction of total power | `0.337` |
| Data required, critical path | `5.47 ns` |
| Most used logic cell in the final layout | `sky130_fd_sc_hd__clkdlybuf4s50_1` |
| Register share of total power | `0.285` |
| GRT Resource Usage Total | `0.0768` |
| Yosys synthesis warning count | `2` |
| Number of failing hold endpoints at the final stage | `0` |
| Die extent in x | `114 um` |
| Clock Tree Root | `sky130_fd_sc_hd__clkbuf_8` |
| Last weighted congestion value of the routability-driven placer | `0.893` |
| Cell area after layout | `0.00230 mm^2` |
| Core outline area | `0.00868 mm^2` |
| Number of setup buffers added after CTS | `0` |
| CTS tree | `yes` |
| Final TNS setup | `0 ns` |
| Post-synthesis instance total | `226` |
| Crit start category | `input pin` |
| DRC Markers | `0` |
| Cell type of the slowest stage on the worst timing path | `sky130_fd_sc_hd__clkdlybuf4s50_1` |
| Async set-reset flop share out of synthesis | `0` |
| Library cells used by synthesis | `55` |
| Avg Cell Area, Syn | `8.35 um^2` |
| Launching element of the worst setup path | `A[0]` |
| Maximum operating frequency | `269 MHz` |
| Hold path cells | `2` |
| Post-synth design cell area | `0.00189 mm^2` |
| Share of final-layout standard cells stronger than drive strength 1 | `0.0960` |
| Total number of placement rows | `34` |
| Min-Delay Path Class | `input pin to flop` |
| TritonCTS buffer count | `3` |
| Flip-flops with a built-in enable | `11` |
| Clock Tree Buf Depth | `2` |
| Number of H-tree branching levels | `1` |
| Power per Cell Area | `157 mW/mm^2` |
| Number of OpenROAD warnings | `42` |
==> final cells by class <==
| class | count | area (um^2) |
|---|---|---|
| fillers | 938 | 6370 |
| inverters | 29 | 110 |
| multi-input cells | 172 | 1350 |
| flip-flops and latches | 11 | 330 |
| repair buffers | 34 | 335 |
| well taps | 108 | 135 |
| clock buffers | 4 | 45.0 |
==> registers in the layout, summed over array words and instances, names as in the netlist <==
register	flops
temp	8
CF	1
SF	1
ZF	1
==> power groups by stage <==
stage                 logic [mW]  registers, mW  clock network, mW
final                      0.183          0.103             0.0756
after global routing       0.204          0.104             0.0839
after CTS                  0.183          0.103             0.0782
==> worst max-delay path by stage <==
stage	endpoint	slack, ns	depth (start not counted)
final	ZF	1.78	10
after global routing	ZF	1.61	10
after CTS	ZF	1.80	10
==> stage by stage <==
step	instances	worst slack, ns	hold WS, ns	utilization
2_1_floorplan	226	2.42	1.21	-
6_report	358	1.78	1.65	0.265
4_1_cts	358	1.80	1.64	0.265
3_5_place_dp	354	1.58	1.85	0.260
5_1_grt	358	1.61	1.71	0.265
3_3_place_gp	354	1.56	1.85	0.260
==> per-layer routing <==
| metal | global-route usage | share of wire |
|---|---|---|
| met1 | 0.112 | 0.48 |
| met2 | 0.116 | 0.42 |
| met3 | 0.0191 | 0.099 |
| met4 | 0.00752 | 0.0054 |
| met5 | 0 | 0 |
==> worst max-delay path, delay by kind of cell <==
kind | cells | cell delay, ns
fa+ha+maj | 2 | 0.66
compound gates | 4 | 0.82
simple gates | 2 | 0.47
buf+inv | 2 | 0.63
==> Yosys cell counts (all sizes together), types with 5 or more instances <==
master,instances,share of area
edfxtp,11,0.17
buf,5,0.025
ha,24,0.16
nor3,5,0.013
nor4,7,0.023
clkbuf,9,0.029
inv,28,0.056
a211oi,7,0.028
a21oi,19,0.050
xnor2,10,0.046
nor2,20,0.048
o21ai,9,0.024
nand2,7,0.014
o22ai,7,0.023
==> cell families (layout without fill, tap and decap cells) <==
kind of cell,Yosys count,in the layout,synth area share
XOR/XNOR,11,11,0.0510
buffers and inverters,43,67,0.111
other,1,1,0.00199
AND/OR/NAND/NOR,68,68,0.212
AND-OR/OR-AND,61,61,0.221
multiplexers,5,5,0.0470
flip-flops,11,11,0.175
adder cells (fa/ha/maj),26,26,0.180
Power figures rest on the tool's default switching activity, not on a simulated workload.
